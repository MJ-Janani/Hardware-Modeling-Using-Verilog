$ cat ./config.mk
export PLATFORM = sky130hd
export DESIGN_NAME = up_down_counter
export DESIGN_NICKNAME = up_down_counter
export VERILOG_FILES = /design/flow/design.v
export SDC_FILE = /design/flow/constraint.sdc
export NUM_CORES = 4
export LEC_CHECK = 1
export CORE_AREA = 10 10 70 70
export DIE_AREA = 0 0 80 80
$ cat ./constraint.sdc
current_design up_down_counter

set clk_period 4.3
set clk_io_pct 0.2

create_clock -name clk0 -period $clk_period [get_ports {clock}]

set non_clock_inputs [all_inputs -no_clocks]
set_input_delay [expr $clk_period * $clk_io_pct] -clock clk0 $non_clock_inputs
set_output_delay [expr $clk_period * $clk_io_pct] -clock clk0 [all_outputs]
$ cat ./design.v
module up_down_counter(d_in,load,clear,clock,count,mode);
input [7:0]d_in;
input load,clear,clock,mode;
output reg [7:0]count;
always @(posedge clock)
begin
if (clear) count<=8'b0; 
else if (load) count<=d_in;
else if (mode) count<=count+1;
else count<=count-1;
end
endmodule
$ cat ./run.sh
#!/bin/bash
# OpenROAD 26Q1-2900-gdf79404cd8, Yosys 0.63+post, stock flow scripts
make -C /OpenROAD-flow-scripts/flow DESIGN_CONFIG=/design/flow/config.mk WORK_HOME=/design/flow/orfs finish
==> flow_summary.json <==
{
  "cts_htree_levels": 1,
  "synth_stat.cells": 71,
  "wl_per_cell_um": 11.92,
  "critPathRequiredTime_ns": 4.44,
  "antenna_violating_nets_post_route": 0,
  "maximum_number_of_pins_on_one_net_before_global_route_repair": 19,
  "finalWeightedCongestion": 0.8592,
  "vdd_drop_max_mv": 0.07667,
  "chipHeight_um": 80,
  "power_leakage_nw": 0.3576,
  "commonest_cells_in_the_netlist": "sky130_fd_sc_hd__dfxtp_1 (8), sky130_fd_sc_hd__nor2_1 (7), sky130_fd_sc_hd__ha_1 (6), sky130_fd_sc_hd__a21oi_1 (5)",
  "yosys.stat.chipArea_sq_um": 605.6,
  "slew_violations": 0,
  "distinct_cell_type_count_after_synthesis": 32,
  "postSynthSeqShare": 0.2645,
  "area_leaders": "sky130_fd_sc_hd__dfxtp_1 (26%), sky130_fd_sc_hd__ha_1 (12%), sky130_fd_sc_hd__nor2_1 (4.3%)",
  "grt-busiest-layer": "met2",
  "regMostFlops": "count",
  "cts_tree": "yes",
  "setup_viol": 0,
  "max_slew.worst_pin.slew_ns": 0.6353,
  "grt_setup_unrepaired": "false",
  "power_w": 0.0002435,
  "synth.largest_area_cell": "sky130_fd_sc_hd__dfxtp_1",
  "reg.largest.list": "count x8",
  "clockRootBuffer": "sky130_fd_sc_hd__clkbuf_4",
  "cp-start-kind": "primary input",
  "synth_dominant_cell_count": "sky130_fd_sc_hd__dfxtp_1",
  "sequentialPowerShare": 0.368,
  "globalRouteMet1Util": 0.06811,
  "edf_count": 0,
  "grt_total_ovfl": 0,
  "yosys_most_used_dff": "sky130_fd_sc_hd__dfxtp_1",
  "crit_path_class": "in -> reg",
  "n_antenna_cell": 0,
  "global_route.usage.met2": 0.08347,
  "critical_path.cell_chain": "clkdlybuf4s50_1 > inv_1 > fa_1 > a21o_1 > a211oi_2 > nor3_1 > or3b_1",
  "fp-utilization": 0.1773,
  "p_int_w": 0.0001689,
  "combPwrFrac": 0.390,
  "ios": 20,
  "cts_repair_resize_count": 0,
  "p_per_area_mw_per_mm2": 283.7,
  "power.share.switching": 0.3061,
  "netSwitchingPower_w": 0.00007453,
  "synthCells": 71,
  "clock_sink_count": 8,
  "cap_viol_max_count": 0,
  "dieArea_sq_mm": 0.006400,
  "period_used_share": 0.6317,
  "final_period_minus_worst_setup_slack_ns": 2.716,
  "die_width_um": 80,
  "first_pass_iters": 4,
  "outcome": "finished clean",
  "drt_iter0_drc": 19,
  "post-cts-setup-buffers": 0,
  "timing.final.hold_violations": 0,
  "log.warning_count": 25,
  "latest_clock_arrival_within_the_worst_skew_pair_ns": 0.26,
  "floorplan.rows": 21,
  "hp-class": "reg -> reg",
  "grt_pass1_wl_um": 2863,
  "critical_path.endpoint_type": "register",
  "cts-buffers-inserted": 3,
  "ys_ff": 8,
  "io_buffer_count": 19,
  "grt_antenna_before_repair": 0,
  "critical_path.max_fanout": 7,
  "critical_path.max_stage_delay_ns": 0.49,
  "slowest_stage": "sky130_fd_sc_hd__clkdlybuf4s50_1",
  "detail_route.vias_per_cell": 4.419,
  "wl_final_um": 1621,
  "yosys_warns": 1,
  "async_reset_ff_frac": 0,
  "clock_skew_ns": 0.004277,
  "clk_path_buf_depth": 2,
  "fp.coreArea_sq_mm": 0.003416,
  "pwr-share-clk": 0.243,
  "grt_pass1_vias": 627,
  "layout-drive-gt1-share": 0.06667,
  "postCtsHoldBufs": 0,
  "largest_register_ff_count": 8,
  "synth.cell_area_sq_um": 605.6,
  "global_route.usage.met3": 0.03182,
  "route.detailed.drc": 0,
  "synth_top_area_share": 0.2645,
  "max_freq_mhz": 368.1,
  "grt_util_all_layers": 0.05539,
  "detailroute.via_count": 601,
  "tns_ns": 0,
  "cts.clk_slew.worst_paths_ns": 0.06,
  "timing.max_slew.rel_slack": 0.5751,
  "syn_to_final_growth_pct": 41.74,
  "syn_area_cell_sq_um": 8.529,
  "worst-endpoint-arrival_ns": 2.86
}
[kinds of logic after synthesis]
group,Yosys count,share of synthesized area
compound gates,22,0.2686
xor+xnor,3,0.04340
fa+ha+maj,7,0.1570
buf+inv,7,0.05372
flops,8,0.2645
mux,1,0.01653
simple gates,23,0.1963
[stage by stage]
step                      setup slack (ns)  utilization  instance area [sq um]  cells  hold slack [ns]
after floorplan                      1.942            -                  605.6     71           0.5425
after global placement               1.350       0.2447                  835.8    133           0.5783
after detailed placement             1.306       0.2447                  835.8    133           0.6111
after CTS                            1.579       0.2513                  858.3    136           0.6256
after global routing                 1.474       0.2513                  858.3    136           0.6758
final                                1.584       0.2513                  858.3    136           0.6198
[routing by layer]
| metal | vias up | part of all wire |
|---|---|---|
| li1 | 308 | - |
| met4 | 0 | 0.017 |
| met5 | - | 0 |
| met1 | 271 | 0.42 |
| met3 | 5 | 0.11 |
| met2 | 17 | 0.45 |
[final cells by class]
cell class | instances | area, sq um
clock buffers | 3 | 22.52
inverters | 4 | 15.01
well taps | 46 | 57.56
fillers | 377 | 2557
repair buffers | 19 | 190.2
flip-flops and latches | 8 | 160.2
multi-input cells | 56 | 412.9
[power groups by stage]
stage	clock (W)	sequential (W)	combinational [W]
finish	0.0000591	0.0000895	0.0000949
CTS	0.0000625	0.0000899	0.0000966
global route	0.0000667	0.0000908	0.000108
[placed cells by master, fill, tap and decap left out]
master and n:
sky130_fd_sc_hd__mux2i_1 1, sky130_fd_sc_hd__nor2_1 7, sky130_fd_sc_hd__and3_1 1, sky130_fd_sc_hd__ha_1 6, sky130_fd_sc_hd__xor2_1 1, sky130_fd_sc_hd__nor3_1 3, sky130_fd_sc_hd__a211o_1 2, sky130_fd_sc_hd__nand3_1 2
sky130_fd_sc_hd__o2111ai_1 2, sky130_fd_sc_hd__a311o_1 1, sky130_fd_sc_hd__clkdlybuf4s50_1 19, sky130_fd_sc_hd__a21o_1 3, sky130_fd_sc_hd__inv_1 4, sky130_fd_sc_hd__xnor2_1 2, sky130_fd_sc_hd__o21ai_0 1, sky130_fd_sc_hd__and4_1 1
sky130_fd_sc_hd__dfxtp_1 8, sky130_fd_sc_hd__or3_1 1, sky130_fd_sc_hd__o21a_2 1, sky130_fd_sc_hd__o2bb2ai_1 1, sky130_fd_sc_hd__a211oi_1 1, sky130_fd_sc_hd__a31oi_1 3, sky130_fd_sc_hd__or3b_1 1, sky130_fd_sc_hd__a21oi_1 5
sky130_fd_sc_hd__fa_1 1, sky130_fd_sc_hd__nand2_1 4, sky130_fd_sc_hd__nand3b_1 1, sky130_fd_sc_hd__a31o_2 1, sky130_fd_sc_hd__nor4_1 1, sky130_fd_sc_hd__a211oi_2 1, sky130_fd_sc_hd__nor4b_1 1, sky130_fd_sc_hd__clkbuf_4 3
[worst max-delay path, delay by kind of cell]
family	cells	cell delay, ns
AND-OR/OR-AND	2	0.43
adder cells (fa/ha/maj)	1	0.49
buffers and inverters	2	0.64
AND/OR/NAND/NOR	2	0.42
[worst paths after layout]
path,from,end,slack [ns],cells past startpoint
setup / recovery,mode,count[6]$_SDFF_PP0_,1.58,7
hold / removal,count[0]$_SDFF_PP0_,count[0]$_SDFF_PP0_,0.62,3
setup reg to reg,count[0]$_SDFF_PP0_,count[6]$_SDFF_PP0_,2.53,5
hold reg to reg,count[0]$_SDFF_PP0_,count[0]$_SDFF_PP0_,0.62,3
Power and IR drop assume default switching activity.
