--- flow/config.mk ---
export PLATFORM = sky130hd
export DESIGN_NAME = RCA_nbit
export DESIGN_NICKNAME = RCA_nbit
export VERILOG_FILES = /design/flow/design.v
export SDC_FILE = /design/flow/constraint.sdc
export NUM_CORES = 4
export LEC_CHECK = 1
export CORE_AREA = 10 10 77 77
export DIE_AREA = 0 0 87 87
--- flow/constraint.sdc ---
current_design RCA_nbit

set clk_period 15.5
set clk_io_pct 0.2

create_clock -name clk0 -period $clk_period

set non_clock_inputs [all_inputs -no_clocks]
set_input_delay [expr $clk_period * $clk_io_pct] -clock clk0 $non_clock_inputs
set_output_delay [expr $clk_period * $clk_io_pct] -clock clk0 [all_outputs]
--- flow/design.v ---
module RCA_nbit #(parameter N = 16) (
    input  [N-1:0] a,
    input  [N-1:0] b,
    input  cin,
    output [N-1:0] sum,
    output cout
);
wire [N:0] carry;  
assign carry[0] = cin;
assign cout = carry[N];
genvar i;
generate
    for (i = 0; i < N; i = i + 1) begin : fa_loop
        wire t1, t2, t3;
        xor G0 (t1, a[i], b[i]);
        xor G1 (sum[i], t1, carry[i]);
        and G2 (t2, a[i], b[i]);
        and G3 (t3, t1, carry[i]);
        or G4 (carry[i+1], t2, t3);
    end
endgenerate
endmodule
--- flow/run.sh ---
#!/bin/bash
# OpenROAD 26Q1-2900-gdf79404cd8, Yosys 0.63+post, stock flow scripts
make -C /OpenROAD-flow-scripts/flow DESIGN_CONFIG=/design/flow/config.mk WORK_HOME=/design/flow/orfs finish
==> results_slide.txt <==
Physical Implementation Snapshot

Timing
  • PnR worst setup slack: about 2.2 ns
  • Slew Viols, Final: 0
  • Max Fclk: 0.0750 GHz
  • TNS Setup: 0 ns
  • Rel. slew slack: 92.2%
  • Final worst-path cycle share: 86.0%
  • RSZ-0062 raised after global routing: no
  • Final hold vios: 0
  • Setup violators final: 0
  • Min cycle time layout: 13.33 ns
  • Worst-Margin Slew: 0.117 ns

Floorplanning
  • Ports: 50
  • Core Area: 4350 um2
  • Die X: approximately 87 um
  • FP Util: around 8.2%
  • Row count: 24
  • Chip height: slightly below 90 um
  • Die area: 7570 um2

Synth
  • Syn Inst Count: 26
  • Cells in synth_stat.txt: 26
  • Distinct cells, synth: 2
  • Synth Seq Share: 0%
  • Syn avg cell area: 13.8 um2
  • Synthesized area: 358 um2
  • Synth warnings: 0
  • Chip area line of the yosys report: 358 um2
  • Dominant cell area share: around 90%
  • Synth area leader: fa_1
  • Biggest area cells: fa_1 90%, inv_1 10%

Critical path
  • Slowest CP cell: clkdlybuf4s50_1
  • CP Cell Sequence: clkdlybuf4s50_1 -> inv_1 -> fa_1 -> inv_1 -> fa_1 -> fa_1 -> fa_1 -> fa_1 -> fa_1 -> fa_1 -> fa_1 -> fa_1 -> fa_1 -> fa_1 -> fa_1 -> fa_1 -> fa_1 -> fa_1 -> inv_1 -> fa_1 -> inv_1 -> clkdlybuf4s50_1
  • CP Max Fanout: 1
  • Crit path buffers/inverters: 6
  • Worst Path Arrival: about 10 ns
  • Critical Path End Type: output port
  • Critical Path Max Stage Delay: between 0.4 and 0.5 ns
  • Critical path required time: 12.40 ns
  • Crit path top cell by count: fa_1
  • CP delay by family, top: adder cells
  • Crit Path Class: input pin to output port
  • CP Launch Type: input pin

Drt
  • Vias: 397
  • Wirelength per Cell: 12.6 um
  • WL final: approximately 1600 um
  • Number of vias per cell: 3.10
  • Residual DRC: 0
  • N_diodes: 0
  • 1st-iter DRT viols: 0
  • Routed Antenna Nets: 0
  • DR pass1 iterations: 1

GRT
  • GRT overflow: 0
  • Initial antenna violation count: 0
  • Vias in the first global route: 495
  • Largest net degree at the start of global routing: 2
  • First-pass GRT wire length: 2530 um
  • GRT Resource Usage Total: 4.16%

Place
  • I/O Buffers: about 50
  • Routability congestion estimate: roughly 0.8
  • Place WS: 2.10 ns
  • Post-DP HPWL: 1620 um

Power
  • PD cells: approximately 37 nW/um2
  • Overall power: between 0.03 and 0.04 mW
  • Leak: ~0.37 nW
  • Max IR drop VDD: 0.0000121 V

Cells and area
  • Fill count: 452
  • Share of cells above drive strength 1: 0%
  • Clock Buffer Count: 0
  • Sequential cell area: 0 um2
  • Flop count: 0
  • Synthesis-to-layout area growth: 158%

Clock network
  • Hold Buf Count CTS: 0
  • # Post-CTS Setup Buffers: 0
  • CTS resizes: 0

Hold path
  • Hold Path Class: input pin to output port

Flow run
  • Max cap viols: 0
  • Tool warnings: 32

Run status
  • Status: finished clean
-- report_power, final --
group	switching [mW]	internal (mW)
logic	0.00894	0.0256
registers	0	0
clock network	0	0
-- routing by layer --
layer | vias to the layer above | part of all wire (%) | track usage, %
li1 | 168 | - | -
met1 | 180 | 32 | 4.44
met2 | 49 | 30 | 4.86
met3 | 0 | 37 | 5.94
met4 | 0 | 0 | 0
met5 | - | 0 | 0
-- logic make-up (layout without fill, tap and decap cells) --
family	Yosys count	count (layout)	synth area share [%]
adder cells (fa/ha/maj)	16	16	89.5
buffers and inverters	10	60	10.5
-- worst min-delay path: cells and delay by family --
kind,cells,cell delay (ns)
fa+ha+maj,1,0.15
buf+inv,4,0.91
-- cells in the mapped netlist, drive strengths merged --
master / n
inv: 10
fa: 16
-- metrics by stage --
stage	std cells	instance area [um2]	hold slack [ns]	util, %
2_1_floorplan	26	358	6.31	-
3_3_place_gp	128	923	7.26	21.2
3_5_place_dp	128	923	7.26	21.2
4_1_cts	128	923	7.27	21.2
5_1_grt	128	923	7.29	21.2
6_report	128	923	7.25	21.2
-- cell type report --
type | instances | area [um2] | area share (%)
timing repair buffer | 50 | 500 | 54.2
multi-input combinational | 16 | 320 | 34.7
tap | 52 | 65.1 | 7.05
inverter | 10 | 37.5 | 4.07
-- cell usage in the layout (no fill, tap or decap), drive strengths merged --
cell | netlist | layout
clkdlybuf4s50 | 0 | 50
fa | 16 | 16
inv | 10 | 10
-- final timing paths --
kind / slack (ns) / end / cells after the start / startpoint
worst min-delay path: 7.25 / sum[0] / 5 / cin
worst max-delay path: 2.17 / sum[15] / 22 / a[0]
Power figures rest on the tool's default switching activity, not on a simulated workload.
